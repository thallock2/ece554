[/design/flow/run.sh]
#!/bin/bash
# OpenROAD 26Q1-2900-gdf79404cd8, Yosys 0.63+post, stock flow scripts
make -C /OpenROAD-flow-scripts/flow DESIGN_CONFIG=/design/flow/config.mk WORK_HOME=/design/flow/orfs finish
[/design/flow/config.mk]
export PLATFORM = sky130hd
export DESIGN_NAME = lab1_spart
export DESIGN_NICKNAME = lab1_spart
export VERILOG_FILES = /design/flow/design.v
export SDC_FILE = /design/flow/constraint.sdc
export NUM_CORES = 4
export LEC_CHECK = 1
export CORE_UTILIZATION = 30
[/design/flow/constraint.sdc]
current_design lab1_spart

set clk_period 9.8
set clk_io_pct 0.2

create_clock -name clk0 -period $clk_period [get_ports {CLOCK_50}]

set non_clock_inputs [all_inputs -no_clocks]
set_input_delay [expr $clk_period * $clk_io_pct] -clock clk0 $non_clock_inputs
set_output_delay [expr $clk_period * $clk_io_pct] -clock clk0 [all_outputs]
[/design/flow/design.v]
module baud_gen(ioaddr, dataIn, baud, clk, rst_n);
input[7:0] dataIn;
input[1:0] ioaddr;
input clk, rst_n;
output baud;
reg [15:0] divisor, count;
always_ff @(posedge clk, negedge rst_n) begin
	if (!rst_n) divisor <= 16'h1450;
	else if (ioaddr == 2'b10) divisor[7:0] <= dataIn;
	else if (ioaddr == 2'b11) divisor[15:8] <= dataIn;
	else divisor <= divisor;
end
always_ff @(posedge clk, negedge rst_n) begin
	if (!rst_n) count <= 16'h0000;
	else if (count == 16'h0000) count <= divisor;
	else count <= count - 1'b1;
end
assign baud = (count == 16'h0000);
endmodule
module bus_control_driver(databus, dataIn, dataOut, IORW, IOCS, clk, rst_n);
input[7:0] dataIn;
input IORW, IOCS, clk, rst_n;
output reg[7:0] dataOut;
inout[7:0] databus;
assign databus = (!IORW && IOCS) ? dataIn :
		8'hzz;
always @(posedge clk, negedge rst_n) begin
	if (!rst_n) dataOut <= 8'h00;
	else if (IORW && IOCS) dataOut <= databus;
	else dataOut <= dataOut;
end
endmodule
module bus_control_spart(databus, ioaddr, RDA, TBR, dataOut, receiveIn, IORW, IOCS, read, write);
input[7:0] receiveIn;
input[1:0] ioaddr;
input RDA, TBR, IORW, IOCS;
output[7:0] dataOut;
output read, write;
inout[7:0] databus;
assign databus = (IORW && IOCS && (ioaddr == 2'b00)) ? receiveIn :
		(IORW && IOCS && (ioaddr == 2'b01)) ? {6'h00, TBR, RDA} :
		8'hzz;
assign dataOut = (!IORW && IOCS) ? databus : 8'h00;
assign write = (!IORW && IOCS && (ioaddr == 2'b00));
assign read = (IORW && IOCS && (ioaddr == 2'b00));
endmodule
module driver(
    input clk,
    input rst,
    input [1:0] br_cfg,
    output iocs,
    output iorw,
    input rda,
    input tbr,
    output [1:0] ioaddr,
    inout [7:0] databus
    );
wire[15:0] divisor;
wire[7:0] controlIn, controlOut;
wire AK, update;
driver_control control(AK, update, divisor, controlIn, controlOut, ioaddr, tbr, rda, iorw, iocs, clk, rst);
bus_control_driver bus(databus, controlOut, controlIn, iorw, iocs, clk, rst);
switch_reader switch(br_cfg, divisor, update, AK, clk, rst);
endmodule
module driver_control(AK, update, divisor, dataIn, dataOut, ioaddr, TBR, RDA, IORW, IOCS, clk, rst_n);
input[15:0] divisor;
input[7:0] dataIn;
input update, TBR, RDA, clk, rst_n;
output reg[7:0] dataOut;
output reg[1:0] ioaddr;
output reg AK, IORW, IOCS; 
typedef enum reg[1:0] {IDLE, DIV, TRANS} state_t;
state_t state, next_state;
always @(posedge clk, negedge rst_n) begin
	if (!rst_n) state <= IDLE;
	else state <= next_state;
end
always_comb begin
	dataOut = 8'h00;
	ioaddr = 2'b00;
	AK = 1'b0;
	IORW = 1'b0;
	IOCS = 1'b0;
	next_state = IDLE;
	case(state)
		IDLE: begin
			if (update) begin
				dataOut = divisor[7:0];
				ioaddr = 2'b10;
				IOCS = 1'b1;
				next_state = DIV;
			end
			else if (RDA) begin
				IORW = 1'b1;
				IOCS = 1'b1;
				next_state = TRANS;
			end
			else next_state = IDLE;
		end
		DIV: begin
			dataOut = divisor[15:8];
			ioaddr = 2'b11;
			AK = 1'b1;
			IOCS = 1'b1;
			next_state = IDLE;
		end
		TRANS: begin
			dataOut = dataIn;
			IORW = 1'b0;
			IOCS = 1'b1;
			next_state = IDLE;
		end
		default: next_state = IDLE;
	endcase
end
endmodule
module fifo(dataIn, dataOut, empty, full, read, write, clk, rst_n);
input[7:0] dataIn;
input read, write, clk, rst_n;
output[7:0] dataOut;
output empty, full;
reg[7:0] spot0;
reg[7:0] spot1;
reg[7:0] spot2;
reg[7:0] spot3;
reg[7:0] spot4;
reg[7:0] spot5;
reg[7:0] spot6;
reg[7:0] spot7;
reg[2:0] front;
reg[2:0] back;
always_ff @(posedge clk, negedge rst_n) begin
	if (!rst_n) front <= 3'h0;
	else if (read && !empty) front <= front + 1'h1;
	else front <= front;
end
always_ff @(posedge clk, negedge rst_n) begin
	if (!rst_n) back <= 3'h0;
	else if (write && !full) back <= back + 1'h1;
	else back <= back;
end
assign empty = (back == front);
assign full = (back + 1'b1) == front;
assign dataOut = (front == 3'h0) ? spot0 :
               (front == 3'h1) ? spot1 :
               (front == 3'h2) ? spot2 :
               (front == 3'h3) ? spot3 :
               (front == 3'h4) ? spot4 :
               (front == 3'h5) ? spot5 :
               (front == 3'h6) ? spot6 :
               spot7;
always_ff @(posedge clk, negedge rst_n) begin
	if (!rst_n) spot0 <= 8'h00;
	else if (write && !full && back == 3'h0) spot0 <= dataIn;
	else spot0 <= spot0;
end
always_ff @(posedge clk, negedge rst_n) begin
	if (!rst_n) spot1 <= 8'h00;
	else if (write && !full && back == 3'h1) spot1 <= dataIn;
	else spot1 <= spot1;
end
always_ff @(posedge clk, negedge rst_n) begin
	if (!rst_n) spot2 <= 8'h00;
	else if (write && !full && back == 3'h2) spot2 <= dataIn;
	else spot2 <= spot2;
end
always_ff @(posedge clk, negedge rst_n) begin
	if (!rst_n) spot3 <= 8'h00;
	else if (write && !full && back == 3'h3) spot3 <= dataIn;
	else spot3 <= spot3;
end
always_ff @(posedge clk, negedge rst_n) begin
	if (!rst_n) spot4 <= 8'h00;
	else if (write && !full && back == 3'h4) spot4 <= dataIn;
	else spot4 <= spot4;
end
always_ff @(posedge clk, negedge rst_n) begin
	if (!rst_n) spot5 <= 8'h00;
	else if (write && !full && back == 3'h5) spot5 <= dataIn;
	else spot5 <= spot5;
end
always_ff @(posedge clk, negedge rst_n) begin
	if (!rst_n) spot6 <= 8'h00;
	else if (write && !full && back == 3'h6) spot6 <= dataIn;
	else spot6 <= spot6;
end
always_ff @(posedge clk, negedge rst_n) begin
	if (!rst_n) spot7 <= 8'h00;
	else if (write && !full && back == 3'h7) spot7 <= dataIn;
	else spot7 <= spot7;
end
endmodule
module lab1_spart(
    input               CLOCK_50,
    input               CLOCK2_50,
    input               CLOCK3_50,
    input               CLOCK4_50,
    output reg   [6:0]  HEX0,
    output reg   [6:0]  HEX1,
    output reg   [6:0]  HEX2,
    output reg   [6:0]  HEX3,
    output reg   [6:0]  HEX4,
    output reg   [6:0]  HEX5,
    input        [3:0]  KEY,
    output		   [9:0]		LEDR,
    input        [9:0]  SW,
    inout       [35:0]  GPIO
);
wire txd;
wire rxd;
wire iocs;
wire iorw;
wire rda;
wire tbr;
wire [1:0] ioaddr;
wire [7:0] databus;
wire [1:0] br_cfg;
wire[7:0] nextWord, transWord;
wire rst = ~KEY[0];
assign LEDR = (SW[0] == 1) ? {~rxd,~txd, nextWord} : {~rxd,~txd, transWord};
assign GPIO[3] = txd;
assign rxd = GPIO[5];
assign br_cfg = SW[9:8];
spart spart0(   .clk(CLOCK_50),
                .rst(~rst),
                .iocs(iocs),
                .iorw(iorw),
                .rda(rda),
                .tbr(tbr),
                .ioaddr(ioaddr),
                .databus(databus),
                .txd(txd),
                .rxd(rxd),
					 .receiveIn(nextWord),
					 .nextWord(transWord)
            );
driver driver0( .clk(CLOCK_50),
                .rst(~rst),
                .br_cfg(br_cfg),
                .iocs(iocs),
                .iorw(iorw),
                .rda(rda),
                .tbr(tbr),
                .ioaddr(ioaddr),
                .databus(databus)
            );
always@(*) begin
	case (br_cfg)
        2'b00 : begin  
            HEX5 = 7'b1111111;
            HEX4 = 7'b1111111;
            HEX3 = 7'b0011001;  
            HEX2 = 7'b0000000;  
            HEX1 = 7'b1000000;  
            HEX0 = 7'b1000000;  
        end
		2'b01 : begin  
            HEX5 = 7'b1111111;
            HEX4 = 7'b1111111;
            HEX3 = 7'b0010000;  
            HEX2 = 7'b0000010;  
            HEX1 = 7'b1000000;  
            HEX0 = 7'b1000000;  
        end
        2'b10 : begin  
            HEX5 = 7'b1111111;
            HEX4 = 7'b1111001;  
            HEX3 = 7'b0010000;  
            HEX2 = 7'b0100100;  
            HEX1 = 7'b1000000;  
            HEX0 = 7'b1000000;  
        end
        2'b11 : begin  
            HEX5 = 7'b1111111;
            HEX4 = 7'b0110000;  
            HEX3 = 7'b0000000;  
            HEX2 = 7'b0011001;  
            HEX1 = 7'b1000000;  
            HEX0 = 7'b1000000;  
        end
        default : begin
            HEX5 = 7'b1111111;
            HEX4 = 7'b1111111;
            HEX3 = 7'b1111111;
            HEX2 = 7'b1111111;
            HEX1 = 7'b1111111;
            HEX0 = 7'b1111111;
        end
    endcase
end
endmodule
module recieve_control(RX, dataOut, RDA, baud, read, clk, rst_n);
output[7:0] dataOut;
output RDA;
input RX, baud, read, clk, rst_n;
wire[7:0] nextWord;
wire empty, full;
reg[8:0] shiftReg;
reg [3:0] timer;
reg writeBuf, setTimer, tick, loadShift, shift;
typedef enum reg[1:0] {IDLE = 2'b11, REC = 2'b00} state_t;
state_t state;
state_t next_state;
always @(posedge clk, negedge rst_n) begin
	if (!rst_n) shiftReg <= 9'h000;
	else if (loadShift) shiftReg <= 9'h000;
	else if (shift) shiftReg <= {RX, shiftReg[8:1]};
	else shiftReg <= shiftReg;
end
always @(posedge clk, negedge rst_n) begin
	if (!rst_n) timer <= 4'h0;
	else if (setTimer) timer <= 4'h9;
	else if (tick) timer <= timer - 1'b1;
	else timer <= timer;
end
fifo buffer(nextWord, dataOut, empty, full, read, writeBuf, clk, rst_n);
assign RDA = !empty;
assign nextWord = shiftReg[7:0];
always @(posedge clk, negedge rst_n) begin
	if (!rst_n) state <= IDLE;
	else state <= next_state;
end
always_comb begin
	writeBuf = 1'b0;
	setTimer = 1'b0;
	loadShift = 1'b0;
	tick = 1'b0;
	shift = 1'b0;
	next_state = IDLE;
	case (state)
		IDLE: begin
			if (baud) begin
				if (!RX) begin
					loadShift = 1'b1;
					setTimer = 1'b1;
					next_state = REC;
				end
				else next_state = IDLE;
			end
			else next_state = IDLE;
		end
		REC: begin
			if (baud) begin
				if (timer == 4'h0) begin
					next_state = IDLE;
					writeBuf = 1'b1;
				end
				else begin
					tick = 1'b1;
					shift = 1'b1;
					next_state = REC;
				end
			end
			else next_state = REC;
		end
	endcase
end
endmodule
module spart(
    input clk,
    input rst,
    input iocs,
    input iorw,
    output rda,
    output tbr,
    input [1:0] ioaddr,
    inout [7:0] databus,
    output txd,
    input rxd,
	 output[7:0] receiveIn,
	 output[7:0] nextWord
    );
wire[7:0] data;
wire baud, read, write;
baud_gen baudGen(ioaddr, data, baud, clk, rst);
bus_control_spart bus(databus, ioaddr, rda, tbr, data, receiveIn, iorw, iocs, read, write);
recieve_control rec(rxd, receiveIn, rda, baud, read, clk, rst);
transmit_control trans(txd, data, tbr, baud, write, clk, rst, nextWord);
endmodule
module switch_reader(switches, divisor, update, AK, clk, rst_n);
input[1:0] switches;
input AK, clk, rst_n;
output[15:0] divisor;
output reg update;
reg[1:0] old;
always_ff @(posedge clk, negedge rst_n) begin
	if (!rst_n) old <= 2'b01;
	else if (old != switches) old <= switches;
	else old <= old;
end
always_ff @(posedge clk, negedge rst_n) begin
	if (!rst_n) update <= 1'b0;
	else if (old != switches) update <= 1'b1;
	else if (AK) update <= 1'b0;
	else update <= update;
end
assign divisor = (switches == 2'b00) ? 16'h28a0 :
		(switches == 2'b01) ? 16'h1450 :
		(switches == 2'b10) ? 16'h0a20 :
		16'h0500;
endmodule
module transmit_control(TX, dataIn, TBR, baud, write, clk, rst_n, nextWord);
input[7:0] dataIn;
input baud, write, clk, rst_n;
output TX, TBR;
output wire[7:0] nextWord;
wire empty, full;
reg[9:0] shiftReg;
reg [3:0] timer;
reg readBuf, setTimer, tick, loadShift, shift;
typedef enum reg[1:0] {IDLE, LOAD, TRANS} state_t;
state_t state;
state_t next_state;
always @(posedge clk, negedge rst_n) begin
	if (!rst_n) shiftReg <= 10'h111;
	else if (loadShift) shiftReg <= {1'b1, nextWord, 1'b0};
	else if (shift) shiftReg <= {1'b1, shiftReg[9:1]};
	else shiftReg <= shiftReg;
end
always @(posedge clk, negedge rst_n) begin
	if (!rst_n) timer <= 4'h0;
	else if (setTimer) timer <= 4'ha;
	else if (tick) timer <= timer - 1'b1;
	else timer <= timer;
end
fifo buffer(dataIn, nextWord, empty, full, readBuf, write, clk, rst_n);
assign TBR = !full;
assign TX = shiftReg[0];
always @(posedge clk, negedge rst_n) begin
	if (!rst_n) state <= IDLE;
	else state <= next_state;
end
always_comb begin
	readBuf = 1'b0;
	setTimer = 1'b0;
	loadShift = 1'b0;
	tick = 1'b0;
	shift = 1'b0;
	next_state = IDLE;
	case (state)
		IDLE: begin
			if (baud) begin
				if (!empty) begin
					loadShift = 1'b1;
					next_state = LOAD;
				end
				else next_state = IDLE;
			end
			else next_state = IDLE;
		end
		LOAD: begin
			readBuf = 1'b1;
			setTimer = 1'b1;
			next_state = TRANS;
		end
		TRANS: begin
			if (baud) begin
				if (timer == 4'h0) begin
					next_state = IDLE;
				end
				else begin
					tick = 1'b1;
					shift = 1'b1;
					next_state = TRANS;
				end
			end
			else next_state = TRANS;
		end
	endcase
end
endmodule
==> flow_summary.rst <==
Implementation results
======================

.. list-table::
   :header-rows: 1

   * - Metric
     - Value
   * - Final Wtd Congestion
     - between 0.8 and 0.9
   * - CTS resizes
     - 0
   * - Number of standard-cell rows in the floorplan
     - 70
   * - Clock root buffer master
     - clkbuf_16
   * - DIE HEIGHT
     - about 200 um
   * - Netlist Area Pre-Place
     - approximately 11000 um2
   * - Area reported by Yosys stat
     - 11320 um2
   * - Yosys cell count
     - 1035
   * - Yosys warns
     - 18
   * - #FFs+latches synth
     - 217
   * - Sequential-to-total area share from yosys stat
     - about half
   * - Number of sinks on the clock net
     - 217
   * - Stopping stage
     - 4_1_cts
   * - Number of buffers created by CTS
     - 25
   * - Endpoints left unconstrained
     - 35
   * - Run status
     - did not finish
   * - Worst setup timing slack at the placement stage
     - roughly 3.8 ns
   * - Number of placed I/O pins
     - 106
   * - H-tree depth reported by CTS
     - 1
   * - Placed instance count
     - between 1500 and 2000
   * - Setup bufs post-CTS
     - 0
   * - Longest Clk Path Bufs
     - 3
   * - Post-synth EDFFs
     - 0
   * - Log Error
     - [error] [KeplerFormal.cpp:679] Workflow failed: Iso has multiple drivers: .GPIO3, GPIO[3]$_DFFE_PN1P_.Q0
   * - Yosys cell types
     - 66
   * - Hold bufs inserted after CTS
     - 0
   * - Top_reg_cell synth
     - dfrtp_1
   * - Starting Density
     - 30.71%
   * - Post-Synthesis Cells
     - ~1000
   * - Fraction of registers with async set/reset
     - 100.0%
   * - Die x size
     - 196.3 um
   * - Syn avg cell area
     - 10.94 um2
   * - HPWL after detailed placement
     - around 16000 um
   * - Count of buffers from port buffering
     - 28
==> synthesized netlist by cell type (all sizes together), types with 4 or more instances <==
library cell	n	area share, %
a211oi	15	0.99
a21oi	43	1.9
a221o	7	0.62
a221oi	9	0.70
a22o	5	0.39
a22oi	16	1.1
a31oi	10	0.55
and2	8	0.44
buf	45	2.9
clkbuf	50	1.7
dfrtp	206	46
dfstp	11	2.6
ha	27	3.0
inv	46	1.5
mux2	131	13
mux2i	33	2.9
nand2	56	1.9
nand2b	14	0.77
nand3	21	1.6
nand3b	9	0.60
nor2	67	2.2
nor2b	22	1.2
nor3	15	0.81
nor3b	11	0.73
nor4	4	0.28
o21ai	49	2.2
o221ai	8	0.62
o311ai	7	0.54
o31ai	8	0.53
o32ai	7	0.54
or3	10	0.55
xnor2	26	2.2
xor2	8	0.62
==> cells by family after synthesis <==
family                     after synthesis  share of synthesized area, %
and+or+nand+nor                        248                         11.93
DFF                                    217                         48.08
AOI/OAI and AO/OA                      200                         12.01
muxes                                  164                         15.94
buffers and inverters                  143                         6.188
xor gates and xnor gates                34                         2.796
adders and majority gates               27                         2.983
other                                    2                       0.06632
==> per-stage QoR <==
step / util [%] / hold WS (ns) / area [um2] / total power [W]
3_5_place_dp: 32.46 / 0.4588 / 11970 / 0.0009659
3_3_place_gp: 32.46 / 0.4591 / 11970 / 0.0009655
2_1_floorplan: - / 0.4387 / 11420 / 0.0009423
Power and IR drop assume default switching activity.
